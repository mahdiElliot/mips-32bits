==> ./design.v <==
module instMemory(readAddress, instruction);
    input  [31:0] readAddress;
    output reg [31:0] instruction;
    reg    [7:0]  instructions [0:19];
    integer i;
    integer j;
    integer k;
    integer h;
    initial
    begin
        instructions[0] = 8'b10001100;
        instructions[1] = 8'b00000010;
        instructions[2] = 8'b00000000;
        instructions[3] = 8'b00001110;
        instructions[4] = 8'b01000001;
        instructions[5] = 8'b00101001;
        instructions[6] = 8'b00000000;
        instructions[7] = 8'b00000010;
        instructions[8] = 8'b00000000;
        instructions[9] = 8'b01100010;
        instructions[10] = 8'b00110000;
        instructions[11] = 8'b00100000;
        instructions[12] = 8'b00000000;
        instructions[13] = 8'b11000010;
        instructions[14] = 8'b00111000;
        instructions[15] = 8'b00100010;
        instructions[16] = 8'b00000001;
        instructions[17] = 8'b00000100;
        instructions[18] = 8'b00110000;
        instructions[19] = 8'b00100000;
    end
    always @*
    begin
        for(h = 0; h <= 7; h = h + 1)
            instruction[h] = instructions[readAddress + 3][h];
        for(k = 8; k <= 15; k = k + 1)
            instruction[k] = instructions[readAddress + 2][k - 8];
        for(j = 16; j <= 23; j = j + 1)
            instruction[j] = instructions[readAddress + 1][j - 16];
        for(i = 24; i < 32; i = i + 1)
            instruction[i] = instructions[readAddress][i - 24];
    end
endmodule
==> ./run.sh <==
#!/bin/bash
# OpenROAD 26Q1-2900-gdf79404cd8, Yosys 0.63+post, stock flow scripts
make -C /OpenROAD-flow-scripts/flow DESIGN_CONFIG=/design/flow/config.mk WORK_HOME=/design/flow/orfs finish
==> ./config.mk <==
export PLATFORM = sky130hd
export DESIGN_NAME = instMemory
export DESIGN_NICKNAME = instMemory
export VERILOG_FILES = /design/flow/design.v
export SDC_FILE = /design/flow/constraint.sdc
export NUM_CORES = 4
export LEC_CHECK = 1
export CORE_AREA = 10 10 74 74
export DIE_AREA = 0 0 84 84
==> ./constraint.sdc <==
current_design instMemory

set clk_period 2.3
set clk_io_pct 0.2

create_clock -name clk0 -period $clk_period

set non_clock_inputs [all_inputs -no_clocks]
set_input_delay [expr $clk_period * $clk_io_pct] -clock clk0 $non_clock_inputs
set_output_delay [expr $clk_period * $clk_io_pct] -clock clk0 [all_outputs]
==> flow_summary.yaml <==
# synthesis and place-and-route metrics
yosys:
  top_area_share_pct: 16.34
  syn_area_um2: 1225
  synth.yosys.seq_area_share_pct: 0
  topCellsByArea: "ha_1 16%, nand2_1 9.2%, a21oi_1 6.9%"
  yosysWarnings: 1
  netlist_top_cells_count: "30 x nand2_1, 17 x a21oi_1, 16 x ha_1, 12 x o21ai_0, 10 x nand3_1"
  synth.distinct_cells: 39
  syn_inst: 170
  ys_chip_area_um2: 1225
  yosys_cells: 170
  synth.most_common_cell: "nand2_1"
  syn_avg_cell_area_um2: 7.205
  synth_top_cell_by_area: "ha_1"
setup_path:
  crit_required_ps: 1840
  cpPeakStageDelay_ps: 220
  worst_setup_path_start_kind: "input port"
  path_class: "input port to primary output"
  cp_max_fo: 4
  crit_chain: "buf_12 -> inv_8 -> ha_4 -> a21oi_4 -> buf_6 -> xnor2_4 -> buf_6 -> nand3_1 -> o21ai_1 -> clkdlybuf4s15_1"
  crit_path_top_delay_cell: "a21oi_4"
  cp_common_cell: "buf_6"
  cp_data_arrival_time_ps: 1910
  critPathCaptureType: "primary output"
final_timing:
  layout_setup_ws_ps: -70.18
  finalHoldViolations: 0
  slew_violations: 0
  tns_ps: -90.06
  setup_viol: 3
  slew_headroom_pct: 79.81
  rsz0062_at_grt: "true"
  min_period_ps: 2370
  min_period_over_period_pct: 103.1
  fmax_mhz: 421.9
  worst_pin_slew_ps: 302.5
placement:
  placed_cells: 285
  postPlaceCellArea_um2: 1902
  hpwl_mm: 2.985
  dp_slack_ps: -857.5
  io_buffers: 37
  gp_congestion: 0.8502
routing:
  vias: 1691
  routedWlPerCell_um: 16.89
  drt_iter0_markers: 159
  final_antenna_net_count: 0
  vias_per_cell: 5.187
  drt_pass1_iterations: 4
  totalWireLength_mm: 5.506
  num_antenna_cells: 0
  drc: 0
final_layout:
  fin_cells: 326
  synthToLayoutAreaGrowth_pct: 122.0
  nClkBuffers: 0
  finalInstanceArea_um2: 2719
  fill_cells: 267
  seq_cells: 0
  seq_area_um2: 0
  layout.area.comb_um2: 1458
  drive_above_1_share_pct: 52.17
floorplanning:
  initial_core_util_pct: 30.84
  coreArea_um2: 3971
  num_io_pins: 64
  chipWidth_um: 84
  rows: 23
  dieArea_um2: 7056
  fp.dieH_um: 84
power:
  p_per_area_nw_per_um2: 227.8
  peakVddDrop_mv: 0.1468
  finalPower_w: 0.0006194
  p_leak_nw: 1.231
global_route:
  grt_start_max_net_pins: 17
  grtUsageTotal_pct: 12.69
  grt_overflow: 0
  grt_pass1_vias: 1583
  antenna_found_initial: 0
  grt_pass1_wl_mm: 7.872
outcome:
  violations: "negative setup slack"
  status: "complete, but fails checks"
job:
  maxCapViolCount: 0
  warnings: 73
hold_path:
  hold_class: "input port to primary output"
-- placed cells by master (no fill, tap or decap), types with 2 or more instances in the layout --
cell	synthesis	final
a211oi_2	0	3
a21oi_1	17	15
a21oi_2	0	2
a31oi_1	3	2
buf_12	0	6
buf_2	5	4
buf_4	2	58
buf_6	5	19
buf_8	0	4
clkbuf_2	0	2
clkdlybuf4s15_1	0	4
clkdlybuf4s50_1	0	5
dlygate4sd2_1	0	13
dlymetal6s2s_1	0	4
ha_1	16	4
ha_4	0	12
inv_1	6	4
mux2i_1	6	5
nand2_1	30	29
nand3_1	10	7
nand3_2	0	2
nand3b_1	3	3
nor2_1	6	5
nor2b_4	0	2
nor3b_1	3	2
o211ai_1	3	3
o21a_1	2	2
o21ai_0	12	3
o21ai_1	0	9
o2bb2ai_1	2	2
o41ai_2	1	2
xnor2_1	3	2
xnor2_4	3	8
-- path summary, 6_finish.rpt --
path	startpoint	endpoint	slack (ps)	depth (start not counted)
setup / recovery	readAddress[1]	instruction[0]	-70	10
hold / removal	readAddress[1]	instruction[29]	1460	5
-- worst max-delay path: cells and delay by family --
family	cells	cell delay, ps
buffers and inverters	5	630
AND-OR/OR-AND	2	420
XOR/XNOR	1	130
adder cells (fa/ha/maj)	1	160
AND/OR/NAND/NOR	1	100
-- area by class of cell --
class	count	share of cell area, %
multi-input combinational	148	53.61
inverter	7	1.519
tap	50	2.301
timing repair buffer	121	42.57
-- kinds of logic after synthesis --
| logic type | Yosys count | synth area share (%) |
|---|---|---|
| mux | 7 | 5.822 |
| fa+ha+maj | 16 | 16.34 |
| compound gates | 51 | 26.76 |
| xor+xnor | 11 | 15.53 |
| buf+inv | 23 | 11.23 |
| simple gates | 62 | 24.31 |
-- what timing repair did --
item / in CTS / in global routing
pin swaps: 31 / 29
hold buffers: 0 / 0
gates cloned: 2 / 0
gates resized: 123 / 54
setup buffers: 21 / 22
endpoints found under the setup margin: 32 / 22
-- per-layer routing --
layer | wire [µm] | vias up | track usage (%)
met3 | 421 | 4 | 2.165
met4 | 44 | 0 | 1.826
met5 | 0 | - | 0
li1 | - | 816 | -
met2 | 2488 | 71 | 20.70
met1 | 2552 | 800 | 17.26
-- where the power goes --
| group | internal [W] | total (W) | switching, W |
|---|---|---|---|
| logic | 0.000354 | 0.000619 | 0.000265 |
| registers | 0 | 0 | 0 |
| clock network | 0 | 0 | 0 |
-- through the flow --
stage	util [%]	hold slack, ps
floorplan	-	986.3
global placement	47.89	2140
detailed placement	47.89	2135
CTS	60.11	1513
global route	68.46	1504
finish	68.46	1457
Power and IR drop assume default switching activity.
