===== /design/flow/design.v =====
module mux32(a, b, c, sel);
    input sel;
    input [31:0] a, b;
    output reg [31:0] c;
    always @(sel or a or b)
    begin
        if(sel == 0)
           c = a;
        else
           c = b;
    end
endmodule

===== /design/flow/run.sh =====
#!/bin/bash
# OpenROAD 26Q1-2900-gdf79404cd8, Yosys 0.63+post, stock flow scripts
make -C /OpenROAD-flow-scripts/flow DESIGN_CONFIG=/design/flow/config.mk WORK_HOME=/design/flow/orfs finish

===== /design/flow/config.mk =====
export PLATFORM = sky130hd
export DESIGN_NAME = mux32
export DESIGN_NICKNAME = mux32
export VERILOG_FILES = /design/flow/design.v
export SDC_FILE = /design/flow/constraint.sdc
export NUM_CORES = 4
export LEC_CHECK = 1
export CORE_AREA = 10 10 71 71
export DIE_AREA = 0 0 81 81

===== /design/flow/constraint.sdc =====
current_design mux32

set clk_period 1.0
set clk_io_pct 0.2

create_clock -name clk0 -period $clk_period

set non_clock_inputs [all_inputs -no_clocks]
set_input_delay [expr $clk_period * $clk_io_pct] -clock clk0 $non_clock_inputs
set_output_delay [expr $clk_period * $clk_io_pct] -clock clk0 [all_outputs]

==> deck_impl_summary.md <==
Run Summary

Cells and area
  – CLK BUF: 0
  – Area added between synthesis and finish: 192.2%
  – Share of layout cells above drive strength 1: 53.96%
  – Number of fill cells in the layout: approximately 360
  – FF+latch area: 0 um^2
  – FF+latch count: 0
  – Post-layout util: 43.77%
  – Final non-filler cell total: around 190

Worst setup path
  – CP Class: input pin to output port
  – CP max FO: 6
  – Max stage delay on crit path: 290 ps
  – Startpoint Class: input pin
  – Crit path required time: 800 ps
  – CP max-delay cell: mux2_4
  – Setup crit end kind: output port
  – CP most frequent cell: buf_12
  – Crit path DAT: 980 ps
  – Crit path cell chain: buf_12 -> buf_12 -> buf_12 -> mux2_4 -> buf_6

Die
  – Site row count: 22
  – DIE HEIGHT: between 80 and 90 um
  – FP Util: between 10 and 15%
  – I/O Pins: ~97
  – Total die size: between 0.006 and 0.007 mm^2
  – Horiz. Die Dim: roughly 80 um
  – CORE AREA: 0.003633 mm^2

Global routing
  – Vias in the first global route: about 760
  – Total gr overflow: 0
  – Largest net degree at the start of global routing: 11
  – Global-route wire length before repair: between 4000 and 5000 um
  – GRT Util Overall: a little under 8%
  – Initial antenna violation count: 0

Logic synthesis
  – Yosys-reported design area after synthesis: 544.3 um^2
  – Syn Inst Count: 36
  – Cell Type Count: 4
  – Avg Cell Area, Syn: roughly 15 um^2
  – Most frequent cell after synthesis: mux2_4
  – Area leader share: between 80% and 90%
  – Largest area contributor in the netlist: mux2_4
  – Post-synthesis cell area: about 540 um^2
  – Post-synth top cells: 30 x mux2_4, 3 x buf_12, 2 x mux2_2
  – Top area cell types: mux2_4 83%, buf_12 11%, mux2_2 4.1%
  – Yosys stat cell total: 36
  – Synthesis Warnings: 1
  – Sequential fraction of the synthesis area: 0%

Final timing
  – Fin. Hold Viols: 0
  – Cycle use final: 117.9%
  – Fin Setup TNS: -3304 ps
  – RSZ-0062 raised after global routing: true
  – # setup viols final: 32
  – Tmin final: about 1200 ps
  – Fmax: ~850 MHz
  – Final worst slack: -179.1 ps
  – Max-slew headroom: 94.20%
  – Slew Viols, Final: 0
  – Least-Margin Pin Slew: 86.96 ps

Flow run
  – Max-Cap Viols: 0
  – Tool warning count: 34

Placed design
  – IO Port Bufs: ~97
  – DP Cell Count: roughly 180
  – Placer congestion estimate: 0.8322
  – DP Wirelength: roughly 2500 um

Routing
  – DRC viols: 0
  – Avg WL per Cell: around 15 um
  – First-pass DRT Iterations: 2
  – Via count: approximately 720
  – Post-route ant nets: 0
  – Antenna diodes: 0
  – Drt total wl: ~2900 um
  – Via density: between 3 and 4
  – DRT iter0 DRCs: 3

Run status
  – Failing checks: setup timing
  – Status: finished with violations

Power
  – Max VDD drop: roughly 0.17 mV
  – PD cells: between 300 and 400 mW/mm^2
  – Leak: slightly below 0.0009 uW

Clocking
  – Cts hold-fix bufs: 0

Hold path
  – Worst hold path class: input pin to output port
  – Hold endpoint: c[29]
  – Hold path depth: 3
  – HP Start: b[29]
area by class of cell:
cell class | instances | area (um^2) | share of cell area (%)
multi-input combinational | 32 | 476.7 | 29.98
tap | 48 | 60.06 | 3.777
timing repair buffer | 107 | 1054 | 66.25
how the worst max path moves through the flow:
stage | start | end | slack, ps | cells past startpoint
after CTS | sel | c[4] | -180 | 5
after global routing | b[31] | c[31] | -200 | 3
final | sel | c[4] | -180 | 5
logic make-up (layout without fill, tap and decap cells):
group / after synthesis / in the layout / share of synthesized area (%)
buffers and inverters: 4 / 107 / 13.10
muxes: 32 / 32 / 86.90
power by group:
group	switching [uW]	internal, uW
combinational	137	487
clock	0	0
sequential	0	0
worst max-delay path, delay by kind of cell:
| family | cells | cell delay [ps] |
|---|---|---|
| buffers and inverters | 4 | 480 |
| multiplexers | 1 | 290 |
routing by layer:
layer / global-route usage (%) / vias up / wire length [um] / share of wire (%)
met5: 0 / - / 0 / 0
met4: 0 / 0 / 0 / 0
met3: 2.784 / 0 / 350 / 12
met2: 14.25 / 50 / 1452 / 50
met1: 9.026 / 320 / 1075 / 37
li1: - / 345 / - / -
placed cells by master (no fill, tap or decap), drive strengths merged:
| cell | n |
|---|---|
| dlygate4sd2 | 51 |
| buf | 43 |
| mux2 | 32 |
| clkdlybuf4s50 | 9 |
| dlymetal6s2s | 4 |
repair_timing:
action	CTS	global route
gates cloned	2	0
endpoints found under the setup margin	32	32
buffers inserted	5	1
gates resized	171	10
stage by stage:
step / total power (uW) / hold WS (ps) / instance area, um^2 / setup slack [ps]
2_1_floorplan: 206.3 / 497.7 / 544.3 / 66.90
3_3_place_gp: 656.3 / 1175 / 1539 / -504.1
3_5_place_dp: 660.6 / 1186 / 1539 / -512.3
4_1_cts: 614.0 / 750.9 / 1538 / -181.0
5_1_grt: 665.8 / 716.7 / 1590 / -196.5
6_report: 623.8 / 690.5 / 1590 / -179.1
No activity file was given, so power comes from the tool's default toggle rates.
