### flow/design.v
module FA32(a,b,cin,s,cout);
    input [31:0] a,b;
    input cin;
    output [31:0] s;
    output cout;
    wire [31:0] c;
    FA f(a[0],b[0],cin,s[0],c[0]);
    genvar i;
    generate
        for(i=1;i<32;i=i+1)
        begin 
        FA f1(a[i],b[i],c[i-1],s[i],c[i]);
    end
    assign cout=c[31];
    endgenerate
endmodule
module FA(a,b,cin,s,cout);
    input a,b,cin;
    output cout,s;
    wire w1,w2,w3,w4;
    xor  (w1,a,b);
    xor  (s,w1,cin);
    and  (w2,a,b);
    and  (w3,a,cin);
    and  (w4,b,cin);
    or  (cout,w2,w3,w4);
endmodule
module sub32(a, b, s, cout);
    input  [31:0] a, b;
    output [31:0] s;
    output cout;
    wire [31:0] sum;
    reg  [31:0] c;
    integer i;
    always @(*)
    begin
        for(i=0;i<32;i=i+1)
            c[i]=~b[i];
    end
    FA32 fa(c, 32'b1, 1'b0, sum, c1);
    FA32 fa1(a, sum, c1, s, cout);
endmodule
### flow/run.sh
#!/bin/bash
# OpenROAD 26Q1-2900-gdf79404cd8, Yosys 0.63+post, stock flow scripts
make -C /OpenROAD-flow-scripts/flow DESIGN_CONFIG=/design/flow/config.mk WORK_HOME=/design/flow/orfs finish
### flow/config.mk
export PLATFORM = sky130hd
export DESIGN_NAME = sub32
export DESIGN_NICKNAME = sub32
export VERILOG_FILES = /design/flow/design.v
export SDC_FILE = /design/flow/constraint.sdc
export NUM_CORES = 4
export LEC_CHECK = 1
export CORE_AREA = 10 10 105 105
export DIE_AREA = 0 0 115 115
### flow/constraint.sdc
current_design sub32

set clk_period 31.4
set clk_io_pct 0.2

create_clock -name clk0 -period $clk_period

set non_clock_inputs [all_inputs -no_clocks]
set_input_delay [expr $clk_period * $clk_io_pct] -clock clk0 $non_clock_inputs
set_output_delay [expr $clk_period * $clk_io_pct] -clock clk0 [all_outputs]
==> flow_metrics.tcl <==
# collected from the flow reports
set metrics [dict create \
    outcome "completed" \
    design_area_um2 2615 \
    ff_latch_area_um2 0 \
    num_rows 34 \
    vias 1242 \
    drive_above_1_share 0.02113 \
    post_drt_wl_per_cell_um 10.04 \
    ys_warn_count 2 \
    setup_viol_count_final 0 \
    gp_congestion 0.8132 \
    wl_um 3935 \
    nFlopsAndLatches 0 \
    ir_worst_vdd_uv 5.073 \
    period_needed_ns 30.42 \
    finalWorstSetupSlack_ns 0.9832 \
    critPathMostFrequentCell "ha_1" \
    arrival_ns 24.14 \
    placed_cell_area_um2 2600 \
    initCoreUtil 0.1979 \
    grt_usage 0.05954 \
    grt_overflow 0 \
    yosysChipArea_um2 1734 \
    relSlewSlack 0.9260 \
    synth.largest_area_cell "fa_1" \
    ant_nets 0 \
    max_freq_ghz 0.03288 \
    drc_errors 0 \
    worst_hold_path_type "in2out" \
    die_area_um2 13230 \
    cts_setup_buffers 0 \
    worst_pin_slew_ns 0.1106 \
    tns_ns 0 \
    crit_buf_inv 5 \
    first_pass_iters 3 \
    insertedDiodeCount 0 \
    dp_hpwl_um 4020 \
    slowest_stage "clkdlybuf4s50_1" \
    clock_buffers 0 \
    core_area_um2 8763 \
    area.growth.synth_to_final_pct 50.79 \
    antenna_found_initial 0 \
    warning_count 32 \
    pin_count 97 \
    synth_top_area_share 0.3694 \
    slowest_delay_ns 0.45 \
    crit_type "in2out" \
    ys_seq_frac 0 \
    worst-endpoint-required_ns 25.12 \
    drt_iter0_markers 11 \
    grt_pass1_vias 1299 \
    endpoint_kind "output port" \
    slew_violations 0 \
    max_cap_viol_count 0 \
    p_leak_nw 1.544 \
    hold_viol 0 \
    grt_pass1_wl_um 6292 \
    cp-start-kind "input pin" \
    yosys_cells 219 \
    postSynthCellCount 219 \
    critPathMaxFanout 2 \
    place_ws_ns 0.4681 \
    rsz0062_at_grt "no" \
    syn_area_per_cell_um2 7.919 \
    critical_path.top_delay_family "adder cells" \
    yosysUniqueCellTypes 4 \
    die_h_um 115 \
    finalCritPeriodShare 0.9687 \
    syn_area_um2 1734 \
    hold_buffers 0 \
    power.density_nw_per_um2 15.83 \
    grt_max_degree 3 \
    topCellsByArea "fa_1, inv_1, ha_1" \
    viasPerCell 3.168 \
    portBuffers 97 \
    die_w_um 115 \
]
[Yosys cell counts]
master	number
buf_4	32
fa_1	32
ha_1	31
inv_1	124
[layer usage]
layer | track usage | vias up | wire [um]
met4 | 0 | 0 | 0
li1 | - | 662 | -
met1 | 0.06709 | 558 | 1369
met3 | 0.007384 | 0 | 139
met2 | 0.1212 | 22 | 2426
met5 | 0 | - | 0
[per-stage QoR]
step,power (mW),util,instances,hold slack [ns]
after floorplan,0.02432,-,219,12.67
after global placement,0.04218,0.2967,392,13.63
after detailed placement,0.04241,0.2967,392,13.63
after CTS,0.04269,0.2967,392,13.63
after global routing,0.04779,0.2984,392,13.67
final,0.04140,0.2984,392,13.62
[tightest hold or removal path: stages]
cell	delay, ns
clkdlybuf4s50_1	0.39
inv_1	0.08
fa_1	0.16
inv_1	0.04
clkdlybuf4s50_1	0.39
[cell families after synthesis]
group / after synthesis / share of synthesized area
adder cells (fa/ha/maj): 63 / 0.5931
buffers and inverters: 156 / 0.4069
[power breakdown]
group          switching, mW  internal, mW
registers                  0             0
logic                 0.0130        0.0284
clock network              0             0
total                 0.0130        0.0284
[cell type report]
cell class	instances	area, um^2
fillers	926	6148
repair buffers	97	970.9
multi-input cells	63	1044
inverters	124	465.4
well taps	108	135.1
[timing repair]
item                       CTS  global route
gates resized                0             6
setup endpoints to repair    0             3
hold endpoints to repair     0             0
[worst paths after layout]
check / startpoint / endpoint / slack (ns) / cells after the start
worst max-delay path: b[0] / s[31] / 0.98 / 68
worst min-delay path: a[30] / s[30] / 13.62 / 5
[placed cells by master (no fill, tap or decap)]
cell	n
ha_1	31
clkdlybuf4s50_1	97
fa_1	26
fa_2	6
inv_1	124
Power and IR drop assume default switching activity.
